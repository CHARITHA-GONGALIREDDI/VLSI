### config.mk
export PLATFORM = sky130hd
export DESIGN_NAME = wptr_handler
export DESIGN_NICKNAME = wptr_handler
export VERILOG_FILES = /design/flow/design.v
export SDC_FILE = /design/flow/constraint.sdc
export NUM_CORES = 4
export LEC_CHECK = 1
export CORE_AREA = 10 10 73 73
export DIE_AREA = 0 0 83 83
### constraint.sdc
current_design wptr_handler

set clk_period 2.0
set clk_io_pct 0.2

create_clock -name clk0 -period $clk_period [get_ports {wclk}]

set non_clock_inputs [all_inputs -no_clocks]
set_input_delay [expr $clk_period * $clk_io_pct] -clock clk0 $non_clock_inputs
set_output_delay [expr $clk_period * $clk_io_pct] -clock clk0 [all_outputs]
### design.v
module wptr_handler # (parameter PTR_WIDTH=3)(
	input wclk,wrst_n,wr_en,
	input [PTR_WIDTH:0] g_rptr_sync,
	output reg [PTR_WIDTH:0] b_wptr,g_wptr,
	output reg full);
	wire [PTR_WIDTH:0] b_wptr_nxt,g_wptr_nxt;
	wire wfull;
	assign b_wptr_nxt = b_wptr+(wr_en & !full);
	assign g_wptr_nxt = (b_wptr_nxt >> 1) ^ (b_wptr_nxt);
	always @ (posedge wclk or negedge wrst_n) begin
		if(!wrst_n) begin
			b_wptr <= 0;
			g_wptr <= 0;
		end else begin
			b_wptr <= b_wptr_nxt;
			g_wptr <= g_wptr_nxt;
		end
	end
	always @ (posedge wclk or negedge wrst_n) begin
		if(!wrst_n) begin
			full <=0;
		end
		else begin
			full <= wfull;
		end
	end
	assign wfull = (g_wptr_nxt == {~g_rptr_sync[PTR_WIDTH : PTR_WIDTH-1],g_rptr_sync[PTR_WIDTH-2:0]});
endmodule
### run.sh
#!/bin/bash
# OpenROAD 26Q1-2900-gdf79404cd8, Yosys 0.63+post, stock flow scripts
make -C /OpenROAD-flow-scripts/flow DESIGN_CONFIG=/design/flow/config.mk WORK_HOME=/design/flow/orfs finish
==> run_results.csv <==
group,metric,value,unit
status,outcome,"finished, final reports clean",
timing,setup_tns,0,ns
timing,hold_slack,0.452,ns
timing,finalClockPeriodUsage,91.5,%
grt,gr-usage-met2,3.77,%
layout,final_area,736,um2
timing,fmax,546,MHz
clocking,cts.sinks,8,
timing,rsz0062_at_grt,"no",
grt,antenna_found_initial,0,
timing,drv_slew,0,
flow_run,maxCapViolations,0,
place,io_buffers,15,
clocking,cts.htree.levels,1,
critical_path,critical_path_class,"input port to register",
place,pre_cts_slack,-0.497,ns
yosys,synth_area,404,um2
place,dp_hpwl,794,um
yosys,syn_inst,28,
grt,grt_usage,2.78,%
detailed_routing,viasPerCell,2.96,
floorplanning,fp_util,10.8,%
yosys,most_common_cell,"dfrtp_1",
timing,hold_violations,0,
yosys,synth.distinct_cells,11,
clocking,clock-root-buffer,"clkbuf_8",
detailed_routing,wire_per_inst,9.88,um
place,dpl-instance-area,637,um2
layout,drive_above_1_share,29.4,%
yosys,async_reset_ff_share,100,%
detailed_routing,vias,293,
timing,finalSetupViolCount,0,
grt,overflow,0,
layout,areaGrowthSynthToFinish,82.0,%
place,routabilityCongestion,0.736,
critical_path,crit_required,2.13,ns
power_and_ir_drop,power_switching,0.339,mW
min_path,hp-class,"input port to asynchronous set/reset pin",
detailed_routing,drt-total-wl,978,um
timing,finClkSkew,0.00278,ns
floorplanning,io_pins,16,
power_and_ir_drop,intPower,0.833,mW
critical_path,crit_path_end_kind,"register",
clocking,clk_latency,0.22,ns
yosys,ff_type,"dfrtp_1",
critical_path,worstSetupStartpointType,"input port",
floorplanning,std_cell_rows,22,
yosys,postSynthSeqShare,49.5,%
grt,grt_busiest_layer,"met2",
clocking,cts_hold_buf,0,
grt,grt_pass1_wl,1590,um
detailed_routing,drtIter0Drc,5,
power_and_ir_drop,sw_frac_of_total,28.9,%
clocking,numCtsBuffers,3,
floorplanning,dieArea,0.00689,mm2
timing,slew_headroom,76.8,%
power_and_ir_drop,pwr-share-clk,15.6,%
critical_path,cp.arrival,1.96,ns
detailed_routing,drc_errors,0,
grt,use_met3,1.97,%
timing,worstMarginPinSlew,0.347,ns
yosys,ys_warn_count,1,
grt,grt_pass1_vias,309,
floorplanning,core_area,0.00374,mm2
yosys,yosys.area.top_type,"dfrtp_1",
clocking,cts_tree,"done",
critical_path,crit_fanout,2,
yosys,top_area_share,49.5,%
clocking,clk_pin_slew_worst_paths,0.04,ns
timing,setup_ws,0.170,ns
yosys,edf_count,0,
detailed_routing,antennaDiodeCount,0,
yosys,synth_flops,8,
clocking,cts_buffer_depth,2,
yosys,ys_cells,28,
detailed_routing,postRouteAntennaNets,0,
grt,use_met1,3.42,%
yosys,avgSynthCellArea,14.4,um2
power_and_ir_drop,ir_worst_vdd,305,uV
detailed_routing,firstDrtPassIters,2,
timing,finalCriticalPeriod,1.83,ns
grt,grt_max_degree,9,
yosys,common_cells,"dfrtp_1 (8), xor2_1 (5), xnor2_1 (4)",
floorplanning,dieHeight,83,um
power_and_ir_drop,seq_power_share,28.1,%
yosys,yosys-top-cells-area,"dfrtp_1 (50%), xor3_1 (12%), xor2_1 (11%)",
floorplanning,die_w,83,um
power_and_ir_drop,pwr-share-comb,56.4,%
flow_run,warnings,25,
power_and_ir_drop,p_leak,0.305,nW
power_and_ir_drop,power_density,1590,mW/mm2
yosys,ys_area,404,um2
-- power by group through the flow --
| stage | clock network, mW | logic [mW] | registers [mW] |
|---|---|---|---|
| finish | 0.182 | 0.661 | 0.329 |
| CTS | 0.188 | 0.671 | 0.329 |
| global route | 0.200 | 0.714 | 0.346 |
-- worst paths after layout --
kind | depth (start not counted) | slack, ns | endpoint | startpoint
setup / recovery | 8 | 0.17 | full$_DFF_PN0_ | wr_en
hold / removal | 1 | 0.45 | b_wptr[2]$_DFF_PN0_ | wrst_n
setup reg to reg | 7 | 0.24 | full$_DFF_PN0_ | full$_DFF_PN0_
hold reg to reg | 1 | 0.58 | b_wptr[0]$_DFF_PN0_ | b_wptr[0]$_DFF_PN0_
max in group asynchronous | 1 | 1.29 | g_wptr[0]$_DFF_PN0_ | wrst_n
min in group clk0 | 1 | 0.58 | b_wptr[0]$_DFF_PN0_ | b_wptr[0]$_DFF_PN0_
-- routing by layer --
layer  up-vias  wire length, um
met5         -                0
met4         0               19
met3         2              120
met2        15              429
met1       136              408
li1        140                -
-- final cells by class --
| cell class | count | area, um2 |
|---|---|---|
| timing repair buffer | 21 | 198 |
| tap | 48 | 60.1 |
| clock buffer | 3 | 41.3 |
| multi-input combinational | 19 | 236 |
| fill | 417 | 3010 |
| sequential | 8 | 200 |
-- registers in the layout (all words and copies together) (netlist names) --
register	cells
b_wptr	4
full	1
g_wptr	3
-- through the flow --
stage	utilization [%]	total power, mW	std cells
6_report	19.7	1.17	99
5_1_grt	19.7	1.26	99
4_1_cts	19.7	1.19	99
3_5_place_dp	17.0	0.905	94
3_3_place_gp	17.0	0.903	94
2_1_floorplan	-	0.621	28
-- repair_timing --
action / CTS / global route
setup buffers: 2 / 0
gates resized: 9 / 0
endpoints found under the setup margin: 1 / 0
-- kinds of logic (layout without fill, tap and decap cells) --
| logic type | after synthesis | count (layout) | share of synthesized area (%) |
|---|---|---|---|
| xor gates and xnor gates | 11 | 11 | 31.3 |
| DFF | 8 | 8 | 49.5 |
| and+or+nand+nor | 4 | 4 | 5.57 |
| adders and majority gates | 2 | 2 | 6.19 |
| AOI/OAI and AO/OA | 2 | 2 | 5.57 |
| buffers and inverters | 1 | 24 | 1.86 |
-- layout by cell type, fill, tap and decap left out, drive strengths merged --
master         count
buf                6
or3                1
nand3              2
clkdlybuf4s50     14
xor3               2
clkbuf             3
ha                 2
dfrtp              8
a21bo              1
xnor2              4
dlygate4sd2        1
a211oi             1
nor2b              1
xor2               5
-- worst max-delay path: stages --
cell and delay [ns]:
dlygate4sd2_1 0.24, nor2b_4 0.13, ha_4 0.16, ha_4 0.16, buf_6 0.12, xor2_2 0.15, xor3_1 0.38, a211oi_2 0.23
No activity file was given, so power comes from the tool's default toggle rates.
