===== flow/run.sh =====
#!/bin/bash
# OpenROAD 26Q1-2900-gdf79404cd8, Yosys 0.63+post, stock flow scripts
make -C /OpenROAD-flow-scripts/flow DESIGN_CONFIG=/design/flow/config.mk WORK_HOME=/design/flow/orfs finish

===== flow/constraint.sdc =====
current_design sync_fifo

set clk_period 4.2
set clk_io_pct 0.2

create_clock -name clk0 -period $clk_period [get_ports {clk}]

set non_clock_inputs [all_inputs -no_clocks]
set_input_delay [expr $clk_period * $clk_io_pct] -clock clk0 $non_clock_inputs
set_output_delay [expr $clk_period * $clk_io_pct] -clock clk0 [all_outputs]

===== flow/config.mk =====
export PLATFORM = sky130hd
export DESIGN_NAME = sync_fifo
export DESIGN_NICKNAME = sync_fifo
export VERILOG_FILES = /design/flow/design.v
export SDC_FILE = /design/flow/constraint.sdc
export NUM_CORES = 4
export LEC_CHECK = 1
export CORE_UTILIZATION = 30

===== flow/design.v =====
module sync_fifo #(parameter DEPTH=8, parameter WIDTH=8)(
	input clk,rstn,  
	input wr_en,rd_en,  
	input [WIDTH-1:0] wdata,  
	output reg [WIDTH-1:0] rdata,  
	output reg full,empty);    
	reg [$clog2 (DEPTH)-1:0] wptr;    
	reg [$clog2 (DEPTH)-1:0] rptr;    
	reg [WIDTH-1:0] fifo_mem [0:DEPTH-1];   
	always @(posedge clk) begin
		if (!rstn) wptr<=0;
		else begin
			if (wr_en & !full) begin
				fifo_mem[wptr] <= wdata;
				wptr <= wptr+1;
			end
		end
	end
	always @(posedge clk) begin
		if (!rstn) rptr<=0;
		else begin
			if (rd_en & !empty) begin
				rdata <= fifo_mem[rptr];
				rptr <= rptr+1;
			end
		end
	end
	assign full = (wptr+1 == rptr);
	assign empty = (wptr == rptr);
endmodule

==> results.txt <==
yosys + openroad results -> status=finished clean, hold depth=2, Post-Route WL=5489 um, yosys warns=3, reg2reg setup slack=slightly below 2000 ps, final hold slack=~570 ps, Final Cell Area=0.003739 mm2, io pins=22, Worst Setup End Kind=output pin, Leakage=1.189 nW, Die ar.=between 0.01 and 0.015 mm2, residual DRC count=0, Max Freq=around 320 MHz, Reg2Reg Launch Point=rptr[2], 1st-pass router iterations=3, setup TNS=0 ps, RSZ-0062 raised after global routing=false, R2R cell count=3, Max Slew Vio Count=0, DRT iter0 DRCs=43, Slew headroom=about 45%, std cell rows=36, Initial Util=31.54%, vias in the first global route=1555, Insertion Delay late pin=around 340 ps, Yosys chip area=roughly 0.0031 mm2, gr usage total=11.11%, crit path DAT=approximately 2200 ps, mean routed wirelength per cell=between 15 and 20 um, sequential share of the synthesized area=roughly 73%, setup ws final=1119 ps, synthesis-stage register bit count=between 70 and 80, global-route wire length before repair=around 8600 um, Mapped Area=roughly 0.0031 mm2, pwr/cell area=496.3 mW/mm2, die width=approximately 100 um, clock buffer depth=2, PortBufs=21, Gate Area=roughly 800 um2, HPWL after DPL=about 3500 um, Post-CTS Resized=0, Log Warnings=25, Tcrit/Tclk final=between 70% and 80%, Final ANT Viol Nets=0, clock slew at reported path FFs=around 70 ps, CTS HTree Levels=3, clock skew after layout=5.449 ps, worst slack, placed=between 1000 and 1500 ps, CTS hold repair buffers=0, HP Class=reg2reg, ANT cells=0, Placer Congestion=0.7918, Post-DP Area=~0.0036 mm2, Root Buffer=clkbuf_8, Total Power=about 1.9 mW, CP Launch Type=flip-flop, Slew @ Worst Pin=827.1 ps, Core Footprint=roughly 0.01 mm2, routed vias=between 1500 and 2000, largest net degree at the start of global routing=21, antenna violations before repair=0, reg2reg end=rdata[4], total congestion overflow=0, fin crit period=around 3100 ps, via/cell ratio=4.541, # setup viols final=0, crit path DRT=3360 ps, Flop area=0.002282 mm2, total CTS buffers=9, CP Max Fanout=8, die height=between 100 and 150 um, Hold Fails Final Rpt=0, post-synthesis cell count=around 160, CTS Sinks=between 70 and 80, area grow syn2layout=19.09%, hold path endpoint=wptr[0], worst vdd ir=0.2418 mV, post-CTS setup buffer count=0, Hold Startpoint=wptr[0], Synth cell types=30, fill count=between 800 and 900, yosys cell count=approximately 160, Max Cap Violations=0, Crit Path Category=reg2out, CTS tree=done, share of cells above drive strength 1=about a quarter, Mapped Avg Cell Area=between 15 and 20 um2
synthesized netlist by cell type:
library cell,number,area share [%]
a31oi_1,1,0.20
a211oi_1,4,0.96
nand2b_1,3,0.60
or2_2,1,0.20
dfxtp_1,6,3.8
edfxtp_1,72,69
xor2_2,1,0.52
nand2_1,6,0.72
xor2_1,6,1.7
o211ai_1,1,0.24
inv_1,2,0.24
nand3b_1,2,0.48
clkbuf_1,2,0.24
ha_1,2,0.80
or3_1,1,0.20
nor2b_1,2,0.40
buf_1,1,0.12
mux2_2,8,2.9
mux2i_1,2,0.64
o31ai_2,1,0.40
nor2_1,4,0.48
nor3_1,5,0.80
mux4_2,16,11
nor4_1,3,0.60
a21oi_1,2,0.32
o31a_2,1,0.32
nand3_1,2,0.32
buf_2,2,0.32
buf_6,2,0.72
o21ai_0,3,0.48
sequential cells by signal, summed over array words and instances, names as in the netlist:
name	count
rptr	3
fifo_mem	64
wptr	3
rdata	8
per-layer routing:
| metal | vias up | global-route usage (%) | wire length [um] |
|---|---|---|---|
| met2 | 50 | 17.08 | 2697 |
| li1 | 734 | - | - |
| met4 | 0 | 1.429 | 85 |
| met3 | 9 | 5.743 | 453 |
| met1 | 751 | 15.18 | 2252 |
| met5 | - | 0 | 0 |
final cells by class:
class                   instances  share of cell area, %
well taps                     133                  4.451
inverters                       2                 0.2008
multi-input cells              77                  21.89
clock buffers                  10                  3.414
flip-flops and latches         78                  61.04
repair buffers                 34                  8.233
clock inverters                 6                 0.7697
kinds of logic (layout without fill, tap and decap cells):
| kind of cell | Yosys count | in the layout | synth area share [%] |
|---|---|---|---|
| compound gates | 13 | 13 | 2.910 |
| mux | 26 | 26 | 14.99 |
| fa+ha+maj | 2 | 2 | 0.7970 |
| flops | 78 | 78 | 72.70 |
| buf+inv | 9 | 52 | 1.634 |
| simple gates | 29 | 29 | 4.783 |
| xor+xnor | 7 | 7 | 2.192 |
report_power, final:
part,switching [mW],internal [mW],total (mW)
logic,0.210,0.239,0.449
clock network,0.247,0.206,0.454
registers,0.0319,0.921,0.953
total,0.489,1.37,1.86
layout by cell type, fill, tap and decap left out, drive strengths merged:
cell type	instances
mux4	16
a211oi	4
nand2b	3
buf	13
edfxtp	72
xor2	7
a31oi	1
nor4	3
nand3	2
nor2	4
clkdlybuf4s50	21
nand3b	2
inv	2
o31ai	1
clkbuf	10
or3	1
or2	1
mux2	8
nor2b	2
nor3	5
o211ai	1
a21oi	2
o21ai	3
clkinv	6
nand2	6
ha	2
mux2i	2
o31a	1
dfxtp	6
through the flow:
stage | util [%] | std cells
global placement | 35.99 | 324
global route | 37.56 | 340
CTS | 37.56 | 340
floorplan | - | 164
finish | 37.56 | 340
detailed placement | 35.99 | 324
critical path: stages, from the launching register on:
cell             delay, ps
dfxtp_1                490
ha_1                   310
xor2_1                 210
or2_2                  320
nor2_1                  90
clkdlybuf4s50_1        470
worst max path at each step:
stage            from   end  slack [ps]  depth (start not counted)
finish        wptr[1]  full        1120                          5
global route  wptr[1]  full         980                          5
CTS           wptr[1]  full        1090                          5
Power is estimated from default activity; no workload was simulated.
