<file path="/design/flow/config.mk">
export PLATFORM = sky130hd
export DESIGN_NAME = fifo_mem
export DESIGN_NICKNAME = fifo_mem
export VERILOG_FILES = /design/flow/design.v
export SDC_FILE = /design/flow/constraint.sdc
export NUM_CORES = 4
export LEC_CHECK = 1
export CORE_UTILIZATION = 50
</file>
<file path="/design/flow/constraint.sdc">
current_design fifo_mem

set clk_period 2.5
set clk_io_pct 0.2

create_clock -name clk0 -period $clk_period [get_ports {rclk}]
create_clock -name clk1 -period $clk_period [get_ports {wclk}]

set non_clock_inputs [all_inputs -no_clocks]
set_input_delay [expr $clk_period * $clk_io_pct] -clock clk0 $non_clock_inputs
set_output_delay [expr $clk_period * $clk_io_pct] -clock clk0 [all_outputs]
</file>
<file path="/design/flow/design.v">
module fifo_mem #(parameter WIDTH=8, PTR_WIDTH=3, DEPTH=8)(
	input wclk,rclk,
	input wr_en,rd_en,
	input [WIDTH-1:0] din,
	input [PTR_WIDTH:0] b_wptr, b_rptr,
	input full,empty,
	output reg [WIDTH-1:0] dout);
	reg [WIDTH-1:0] mem_fifo [0:DEPTH];
	always @(posedge wclk) begin
		if(wr_en &!full)
			mem_fifo[b_wptr [PTR_WIDTH:0]] <= din;
	end
	always @(posedge rclk) begin
		if(rd_en &!empty)
			dout <= mem_fifo[b_rptr [PTR_WIDTH:0]];
	end
endmodule 
</file>
<file path="/design/flow/run.sh">
#!/bin/bash
# OpenROAD 26Q1-2900-gdf79404cd8, Yosys 0.63+post, stock flow scripts
make -C /OpenROAD-flow-scripts/flow DESIGN_CONFIG=/design/flow/config.mk WORK_HOME=/design/flow/orfs finish
</file>
==> Changelog: implementation <==
### Physical design

* WL per Instance at 18.2 um
* HP Start: mem_fifo[8][0]
* Area leader, netlist: edfxtp_1
* Post-Layout Cell Count at 299
* Total power at 2.76 mW
* Fin. max-slew vios at 0
* Setup TNS at 0 ns
* Drt initial violations at 67
* Combinational gate area at 664 um^2
* Ys flops at 80
* Sw frac at 19.1%
* Placed cell count at 281
* Synth top cell by count: edfxtp_1
* Final core occ at 63.5%
* Tool warnings at 26
* Critical Path End Type: flop
* Via count at 1640
* Post-CTS resize count at 0
* # fillers at 435
* Synthesis Warnings at 1
* Register area at 2400 um^2
* Mapped Area at 3140 um^2
* Number of port buffers at 28
* Avg Cell Area, Syn at 18.1 um^2
* Status: finished, final reports clean
* Sequential fraction of the synthesis area at 76.6%
* First-pass GRT wire length at 8580 um
* GRT overflow at 0
* Vias per Instance at 5.48
* Area leader share at 76.6%
* Worst path max stage delay at 0.51 ns
* # rows at 28
* Clock share of power at 40.0%
* Core Util at FP at 52.3%
* I/O Pins at 30
* Type of the worst setup path: primary input to flop
* HP Class: flop to flop
* Pin count of the biggest net entering global routing at 33
* Post-CTS Hold Buffers at 0
* Crit path DAT at 1.91 ns
* Gate power share at 5.7%
* P&R area growth vs syn at 21.2%
* Biggest area cells: edfxtp_1 77%, mux2_2 5.7%, mux2i_1 5.1%
* Worst-Margin Slew at 0.588 ns
* Routed wire length at 5450 um
* Vias in the first global route at 1723
* CP Launch Point: b_rptr[0]
* LEAKAGE at 1.30 nW
* Netlist cell types at 20
* Ys flop type: edfxtp_1
* Critical Path Start Type: primary input
* Clock Sinks at 80
* Post-CTS setup buffers at 0
* Pwr/cell area at 727 nW/um^2
* Dpl cell area at 3550 um^2
* Top post-synthesis cells by count: 80 x edfxtp_1, 16 x mux2_2, 16 x mux2i_1
* Hold Vio Cnt, Final at 0
* Async SR Flop Fraction at 0%
* DRC at 0
* CTS tree: built
* Crit-path cells: clkdlybuf4s50_1 -> buf_12 -> mux2_2 -> o22ai_1 -> o31ai_1
* Initial antenna violation count at 0
* Critical Path RT at 2.45 ns
* Crit-path slowest cell: clkdlybuf4s50_1
* DIE AREA at 6590 um^2
* Clk slew on worst S/H paths at 0.07 ns
* Post-Syn Instances at 173
* Internal power at 2.23 mW
* Antenna Diode Count at 0
* RR Startpoint: mem_fifo[6][3]
* Finished Cell Area at 3800 um^2
* Pre-antenna DRT Iters at 4
* DP HPWL at 3610 um
* RSZ-0062 raised after global routing: no
* Peak supply drop at 0.491 mV
* Total track usage at 20.3%
* Final GP Congestion at 0.779
* Final setup vio count at 0
* CORE AREA at 5990 um^2
* DIE HEIGHT at 81.2 um
* Flip-flops with a built-in enable at 80
* Sequential power share at 54.3%
* Crit Path Max Fanout at 32
* Yosys Instances at 173
* Max-slew headroom at 60.7%
* Net Switching at 0.529 mW
* Chip width at 81.2 um
* Antenna viol nets, final at 0
* Share of cells above drive strength 1 at 21.4%
* Max-cap violations at 0
* YS chip area at 3140 um^2
-- layer usage --
metal	track usage, %	share of wire, %
met2	27.4	44
met4	3.93	1.4
met1	32.7	44
met5	4.17	0
met3	10.7	10
-- power groups by stage --
| stage | registers (mW) | clock network [mW] | logic (mW) |
|---|---|---|---|
| final | 1.50 | 1.10 | 0.158 |
| after global routing | 1.50 | 1.18 | 0.173 |
| after CTS | 1.50 | 1.12 | 0.159 |
-- metrics by stage --
stage,worst slack [ns],hold WS (ns)
4_1_cts,0.549,0.648
3_3_place_gp,0.320,0.512
6_report,0.536,0.634
3_5_place_dp,0.286,0.511
5_1_grt,0.482,0.695
2_1_floorplan,0.383,0.498
-- critical path: cells and delay by family --
| kind | cells | cell delay [ns] |
|---|---|---|
| muxes | 1 | 0.37 |
| AOI/OAI and AO/OA | 2 | 0.27 |
| buffers and inverters | 2 | 0.75 |
-- placed cells by master (no fill, tap or decap), drive strengths merged, types with 5 or more instances in the layout --
cell type / synthesis / final
a22o: 8 / 8
buf: 8 / 13
clkbuf: 0 / 12
clkdlybuf4s50: 0 / 28
edfxtp: 80 / 80
mux2: 16 / 16
mux2i: 16 / 16
nand2: 10 / 10
nand2b: 5 / 5
nor2: 7 / 7
o22ai: 8 / 8
o31ai: 8 / 8
-- registers in the layout (all words and copies together) (netlist names) --
signal	count
dout	8
mem_fifo	72
-- layout make-up --
type                       instances  share of cell area, %
multi-input combinational         85                   17.5
timing repair buffer              41                   10.3
clock buffer                      12                   4.34
tap                               75                   2.47
sequential                        80                   63.2
clock inverter                     6                   2.24
-- kinds of logic after synthesis --
group / share of synthesized area, %
compound gates: 5.91
buf+inv: 2.19
flops: 76.6
simple gates: 4.43
mux: 10.9
-- path summary, 6_finish.rpt --
kind	slack (ns)	endpoint	depth (start not counted)
hold / removal	0.63	dout[0]	2
setup / recovery	0.54	dout[3]	5
max in group clk1	0.63	mem_fifo[4][0]	5
min in group clk1	0.96	mem_fifo[2][1]	1
setup reg to reg	1.20	dout[3]	3
hold reg to reg	0.63	dout[0]	2
No activity file was given, so power comes from the tool's default toggle rates.
